**/design/flow/config.mk**
```make
export PLATFORM = sky130hd
export DESIGN_NAME = io_mux
export DESIGN_NICKNAME = io_mux
export VERILOG_FILES = /design/flow/design.v
export SDC_FILE = /design/flow/constraint.sdc
export NUM_CORES = 4
export LEC_CHECK = 1
export CORE_AREA = 10 10 76 76
export DIE_AREA = 0 0 86 86
```
**/design/flow/constraint.sdc**
```tcl
current_design io_mux

set clk_period 1.0
set clk_io_pct 0.2

create_clock -name clk0 -period $clk_period

set non_clock_inputs [all_inputs -no_clocks]
set_input_delay [expr $clk_period * $clk_io_pct] -clock clk0 $non_clock_inputs
set_output_delay [expr $clk_period * $clk_io_pct] -clock clk0 [all_outputs]
```
**/design/flow/design.v**
```verilog
module io_mux #(
    NO_OF_SHARED_PINS = 13
)(
    input logic [11 + NO_OF_SHARED_PINS - 1: 11] io_sel,
    input logic       o_flash_sclk,      
    input logic [1:0] o_flash_cs_n,      
    input logic       o_flash_mosi,      
    output  logic     i_flash_miso,      
    input logic       o_sclk,      
    input logic [1:0] o_cs_n,      
    input logic       o_mosi,      
    output  logic     i_miso,      
    output logic       i_scl,
    input logic        o_scl,
    input logic        o_scl_oen,
    output logic       i_sda,
    input logic        o_sda,
    input logic        o_sda_oen,
    input logic pwm_pad_o,
    output  logic [23:0] i_gpio_, 
    input  logic  [23:0] o_gpio_,
    input logic  [23:0]  en_gpio_,
    input  logic [23:0] i_gpio, 
    output logic [23:0] o_gpio,
    output logic [23:0] en_gpio
);
    logic spi1_sclk;
    logic spi1_mosi;
    logic spi1_miso;
    logic spi1_ss0;
    logic spi1_ss1;
    logic spi2_sclk;
    logic spi2_mosi;
    logic spi2_miso;
    logic spi2_ss0;
    logic spi2_ss1;
    assign spi1_sclk    = o_flash_sclk;
    assign spi1_mosi    = o_flash_mosi;
    assign i_flash_miso = spi1_miso;
    assign spi1_ss0     = o_flash_cs_n[0];
    assign spi1_ss1     = o_flash_cs_n[1];
    assign spi2_sclk    = o_sclk;
    assign spi2_mosi    = o_mosi;
    assign i_miso       = spi2_miso;
    assign spi2_ss0     = o_cs_n[0];
    assign spi2_ss1     = o_cs_n[1];
    assign o_gpio[10:0] = o_gpio_[10:0];
    assign o_gpio[11] = io_sel[11] ? spi2_ss1:  o_gpio_[11];
    assign o_gpio[12] = io_sel[12] ? spi2_ss0:  o_gpio_[12];
    assign o_gpio[13] = io_sel[13] ? spi2_sclk: o_gpio_[13];
    assign o_gpio[14] =                         o_gpio_[14];
    assign o_gpio[15] = io_sel[15] ? spi2_mosi: o_gpio_[15];
    assign o_gpio[16] = io_sel[16] ? o_scl:     o_gpio_[16];
    assign o_gpio[17] = io_sel[17] ? o_sda:     o_gpio_[17];
    assign o_gpio[18] = io_sel[18] ? pwm_pad_o: o_gpio_[18];
    assign o_gpio[19] = io_sel[19] ? spi1_ss1:  o_gpio_[19];
    assign o_gpio[20] = io_sel[20] ? spi1_ss0:  o_gpio_[20];
    assign o_gpio[21] = io_sel[21] ? spi1_sclk: o_gpio_[21];
    assign o_gpio[22] =                         o_gpio_[22];
    assign o_gpio[23] = io_sel[23] ? spi1_mosi: o_gpio_[23];
    assign en_gpio[11] = io_sel[11] ? 1'b0:  en_gpio_[11];
    assign en_gpio[12] = io_sel[12] ? 1'b0:  en_gpio_[12];
    assign en_gpio[13] = io_sel[13] ? 1'b0:  en_gpio_[13];
    assign en_gpio[14] = io_sel[14] ? 1'b1:  en_gpio_[14];
    assign en_gpio[15] = io_sel[15] ? 1'b0:  en_gpio_[15];
    assign en_gpio[16] = io_sel[16] ? o_scl_oen:  en_gpio_[16];
    assign en_gpio[17] = io_sel[17] ? o_sda_oen:  en_gpio_[17];
    assign en_gpio[18] = io_sel[18] ? 1'b0:  en_gpio_[18];
    assign en_gpio[19] = io_sel[19] ? 1'b0:  en_gpio_[19];
    assign en_gpio[20] = io_sel[20] ? 1'b0:  en_gpio_[20];
    assign en_gpio[21] = io_sel[21] ? 1'b0:  en_gpio_[21];
    assign en_gpio[22] = io_sel[22] ? 1'b1:  en_gpio_[22];
    assign en_gpio[23] = io_sel[23] ? 1'b0:  en_gpio_[23];
    assign i_gpio_ = i_gpio;
    assign spi2_miso = i_gpio[14];
    assign i_scl = i_gpio[16];
    assign i_sda = i_gpio[17];
    assign spi1_miso = i_gpio[22];
endmodule  : io_mux
```
**/design/flow/run.sh**
```bash
#!/bin/bash
# OpenROAD 26Q1-2900-gdf79404cd8, Yosys 0.63+post, stock flow scripts
make -C /OpenROAD-flow-scripts/flow DESIGN_CONFIG=/design/flow/config.mk WORK_HOME=/design/flow/orfs finish
```
==> impl_metrics.py <==
# Generated from Yosys and OpenROAD reports
metrics = {
    "critical_path": {
        "worst-endpoint-required_ns": 0.80,
        "crit_path_start": "o_scl",
        "crit_fanout": 1,
        "crit_type": "in -> out",
        "critical_path.startpoint_type": "input port",
        "cp.arrival_ns": 0.79,
        "setup.worst_path.end_class": "output pin",
    },
    "global_routing": {
        "number_of_global_route_vias_before_repair": 660,
        "grt_use_met1_pct": 5.475,
        "number_of_antenna_violations_at_the_first_check_in_global_routing": 0,
        "globalRoute.totalOverflow": 0,
        "busiest_layer": "met2",
        "grt_pass1_wl_microns": 3332,
        "grt_max_degree": 3,
        "groute.layer.met3.usage_pct": 2.574,
        "global_route.usage.met2_pct": 8.925,
        "grt_util_all_layers_pct": 5.401,
    },
    "synth": {
        "top_cell_area_share_pct": 59.32,
        "common_cells": "52 x buf_4, 13 x mux2_4, 9 x nor2b_1",
        "synth.most_common_cell": "buf_4",
        "synth_cell_types": 5,
        "area_leaders": "buf_4 59%, mux2_4 30%, nor2b_1 8.6%, or2_2 1.9%, conb_1 0.57%",
        "post_synth.cell_area_avg_sq_um": 8.547,
        "synth-area-yosys_sq_um": 658.1,
        "post_synth_inst_count": 77,
        "yosysWarnings": 11,
        "synth-cells-yosys": 77,
        "synth.yosys.seq_area_share_pct": 0,
        "mappedNetlistArea_sq_um": 658.1,
        "largest_area_cell": "buf_4",
    },
    "placement": {
        "hpwlAfterDp_microns": 2251,
        "place_congestion": 0.6903,
        "post_detailed_placement_cell_area_sq_um": 1116,
        "place.port_buffers": 74,
    },
    "power": {
        "clockPowerShare_pct": 0,
        "power.ir.vdd_worst_uv": 78.88,
        "swShare_pct": 22.85,
        "p_leak_uw": 0.0005288,
        "internal_power_uw": 244.3,
        "p_sw_uw": 72.33,
        "power_density_nw_per_um2": 323.6,
        "power.sequential.fraction_pct": 0,
        "combPwrFrac_pct": 100.0,
    },
    "finish": {
        "flow.area_growth_from_synthesis_pct": 48.67,
        "final_cell_area_sq_um": 978.4,
        "fill_cells": 457,
        "comb_area_sq_um": 325.3,
        "flop-count": 0,
        "seq_area_sq_um": 0,
        "layout-drive-gt1-share_pct": 48.18,
        "clkbuf_count": 0,
    },
    "clock_network": {
        "cts_hold_repair.buffers": 0,
        "post-cts-setup-buffers": 0,
    },
    "die": {
        "dieArea_sq_um": 7396,
        "boundaryPins": 174,
        "initCoreUtil_pct": 15.99,
        "floorplan.die.width_microns": 86,
        "area_of_the_placeable_core_sq_um": 4115,
        "fp-row-count": 23,
        "die_height_microns": 86,
    },
    "final_timing": {
        "hold_viol_final": 0,
        "final-setup-viol-count": 0,
        "max_transition_viols_final": 0,
        "final_period_minus_worst_setup_slack_ns": 0.9863,
        "max_freq_mhz": 1014,
        "hold_slack_ns": 0.4000,
        "period_used_pct": 98.63,
    },
    "route": {
        "num_vias": 551,
        "drt-total-wl_microns": 2418,
        "initialDrtViolationCount": 6,
        "detail_route.vias_per_cell": 3.444,
        "antennaDiodeCount": 0,
        "post_route_drc": 0,
        "post_drt_wl_per_cell_microns": 15.11,
        "drt_first_pass_iters": 2,
        "ant_nets": 0,
    },
    "flow_run": {
        "stage_log_warnings": 43,
        "drv.max_cap_violation_count": 0,
    },
    "outcome": {
        "run_status": "completed",
    },
    "hold_path": {
        "min-delay-start": "i_gpio[0]",
        "hold_path.class": "in -> out",
    },
}
[what timing repair did]
action / in CTS / in global routing
resized: 173 / 18
endpoints found under the setup margin: 24 / 9
pin swaps: 1 / 0
[placed cells by master (no fill, tap or decap)]
cell type,instances
buf_2,29
buf_4,1
buf_6,6
clkdlybuf4s15_1,23
conb_1,11
dlygate4sd2_1,16
mux2_4,13
nor2b_1,7
nor2b_4,2
or2_4,2
[per-layer routing]
metal	part of all wire, %	vias up
li1	-	247
met1	34	226
met2	48	59
met3	13	19
met4	5.0	0
met5	0	-
[through the flow]
step	setup TNS, ns	worst slack (ns)	std cells	util [%]	total power (uW)
global route	-0.0009941	-0.0009941	160	23.78	349.0
global placement	-13.40	-0.6611	160	27.12	420.5
finish	0	0.01374	160	23.78	316.6
CTS	0	0.0004878	160	22.99	304.8
floorplan	0	0.3412	87	-	201.4
detailed placement	-13.48	-0.6769	160	27.12	419.3
[worst max-delay path, cell delays in order]
cell           delay (ns)
dlygate4sd2_1        0.23
mux2_4               0.25
buf_6                0.11
[worst paths after layout]
path	end	cells past startpoint
hold / removal	i_gpio_[0]	0
setup / recovery	o_gpio[16]	3
[logic make-up after synthesis]
group	after synthesis	synth area share, %
other	1	0.5698
muxes	13	29.66
and+or+nand+nor	11	10.46
buffers and inverters	52	59.31
[final cells by class]
class / instances / share of cell area, %
multi-input combinational: 35 / 33.25
tap: 50 / 6.394
timing repair buffer: 75 / 60.36
[power by group through the flow]
stage	sequential (uW)	clock (uW)	combinational (uW)
final	0	0	317
after CTS	0	0	305
after global routing	0	0	349
Power is estimated from default activity; no workload was simulated.
